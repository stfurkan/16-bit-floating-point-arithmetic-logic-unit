<file path="/design/flow/design.v">
`timescale 1ns / 1ps
module normalize(srd,e5d,mfd,sr1,en,mn,if_equal,add_sub,if_zero);
	input srd;
	input[4:0] e5d;
	input[11:0] mfd;
	output  sr1;
	output reg [4:0] en;
	output reg [10:0] mn;
	input if_equal;
	input add_sub;
	input[1:0] if_zero;
	assign sr1 = srd;
	always @(mfd or e5d or if_equal or add_sub or if_zero)
		begin
			if(if_equal==1 && add_sub==1)
				begin
					mn <= mfd[10:0];
					en <= e5d;
				end
			else if(if_zero==2'b11 && add_sub ==0)
				begin
					mn <= mfd[10:0];
					en <= e5d;
				end
			else if(mfd[11]==1)
				begin
				  mn <= mfd[11:1];
				  en <= e5d+1;
				end
			else if(mfd[10]==1)
				begin
				  mn <= mfd[10:0];
				  en <= e5d;
				end
			else if(mfd[9]==1)
				begin
				  mn <= mfd[10:0]<<1;
				  en <= e5d-1;
				end
			else if(mfd[8]==1)
				begin
				  mn <= mfd[10:0]<<2;
				  en <= e5d-2;
				end
			else if(mfd[7]==1)
				begin
				  mn <= mfd[10:0]<<3;
				  en <= e5d-3;
				end
			else if(mfd[6]==1)
				begin
				  mn <= mfd[10:0]<<4;
				  en <= e5d-4;
				end
			else if(mfd[5]==1)
				begin
				  mn <= mfd[10:0]<<5;
				  en <= e5d-5;
				end
			else if(mfd[4]==1)
				begin
				  mn <= mfd[10:0]<<6;
				  en <= e5d-6;
				end
			else if(mfd[3]==1)
				begin
				  mn <= mfd[10:0]<<7;
				  en <= e5d-7;
				end
			else if(mfd[2]==1)
				begin
				  mn <= mfd[10:0]<<8;
				  en <= e5d-8;
				end
			else if(mfd[1]==1)
				begin
				  mn <= mfd[10:0]<<9;
				  en <= e5d-9;
				end
			else
				begin
				  mn <= mfd[10:0]<<10;
				  en <= e5d-10;
				end
		end
endmodule
</file>
<file path="/design/flow/run.sh">
#!/bin/bash
# OpenROAD 26Q1-2900-gdf79404cd8, Yosys 0.63+post, stock flow scripts
make -C /OpenROAD-flow-scripts/flow DESIGN_CONFIG=/design/flow/config.mk WORK_HOME=/design/flow/orfs finish
</file>
<file path="/design/flow/config.mk">
export PLATFORM = sky130hd
export DESIGN_NAME = normalize
export DESIGN_NICKNAME = normalize
export VERILOG_FILES = /design/flow/design.v
export SDC_FILE = /design/flow/constraint.sdc
export NUM_CORES = 4
export LEC_CHECK = 1
export CORE_AREA = 10 10 111 111
export DIE_AREA = 0 0 121 121
</file>
<file path="/design/flow/constraint.sdc">
current_design normalize

set clk_period 5.0
set clk_io_pct 0.2

create_clock -name clk0 -period $clk_period

set non_clock_inputs [all_inputs -no_clocks]
set_input_delay [expr $clk_period * $clk_io_pct] -clock clk0 $non_clock_inputs
set_output_delay [expr $clk_period * $clk_io_pct] -clock clk0 [all_outputs]
</file>
==> results.tsv <==
metric	value	unit
run status	completed	
logic gate share of total power	100.0	%
Wirelength per Cell	16.3	microns
end of the worst hold path	sr1	
yosys synthesis chip area	1500	sq um
Vias/cell	5.06	
multi-input logic area	1320	sq um
total global routing overflow	0	
net switching component of the power	98.6	uW
Critical Setup Path Class	in2out	
CP Capture Type	output pin	
Antenna Diode Count	0	
slew at the pin closest to its max-slew limit	511	ps
Total Routed Length	6390	microns
critical-path cell list	clkdlybuf4s50_1 > nand3b_1 > and2_1 > nand2_1 > a211oi_1 > a221o_1 > clkdlybuf4s50_1	
maximum number of pins on one net before global-route repair	18	
vias in the first global route	1793	
half-perimeter wire length after detailed placement	4900	microns
kind of path behind the tightest hold check	in2out	
family with the most delay on the worst path	buffers and inverters	
min-delay src	srd	
Post-Synth Adder-Cell Area	9.19	%
die width	121	microns
number of unique standard cell types used by synthesis	57	
DRT antenna net count	0	
number of sequential cells in the layout	0	
hold slack	2000	ps
number of violations of the max-capacitance limit	0	
kind of launch point of the worst setup path	input pin	
RePlAce Congestion	0.974	
internal cell power	90.1	uW
synthesis-to-layout area growth	34.1	%
headroom to the max-slew limit	66.0	%
number of search-and-repair iterations in the first detailed-routing pass	6	
data arrival time of the critical path	3380	ps
Post-CTS Repair Setup Buffers	0	
area inside the core boundary	9860	sq um
count of yosys warnings during synthesis	1	
required time reported for the critical path endpoint	4000	ps
AND-OR/OR-AND share of the synthesized area	45.9	%
synthesized area divided by synthesized cell count	6.40	sq um
Tmin final	4380	ps
Hold Path Depth	0	
maximum clock frequency	0.228	GHz
cell type with the highest occurrence count on the critical path	clkdlybuf4s50_1	
Simple Share, Synth	26.2	%
proportion of power drawn by flip-flops and latches	0	%
sequential cell area	0	sq um
starting utilization of the core area	15.2	%
RSZ-0062 raised after global routing	false	
Critical Path Max Stage Delay	480	ps
final setup violation count	0	
DRC Markers	0	
vertical die dimension	121	microns
Mapped Area	1500	sq um
Max VDD drop	0.0000209	V
fraction of synthesized area in multiplexers	2.01	%
final hold viol count	0	
Power Density	93.9	nW/um^2
yosys cell count	234	
Static Leak	0.000715	uW
# rows	36	
master of the slowest instance on the critical path	clkdlybuf4s50_1	
via count of the routed design	1989	
synthesized instance count	234	
Max Fanout on Critical Path	14	
setup TNS after final layout	0	ps
most common cell after layout, fill and taps aside	clkdlybuf4s50_1	
total die size	14600	sq um
share of post-route cells with drive strength above 1	9.23	%
number of antenna violations at the first check in global routing	0	
Bufs and invs on worst path	2	
io pins	39	
Clk pwr share	0	%
max-slew violations	0	
final critical-path share of the clock period	87.6	%
main combinational cell family by area after synthesis	AND-OR/OR-AND gates	
CTS-repair resized insts	0	
number of filler cells placed in the layout	1087	
count of hold-fix buffers inserted at cts	0	
XOR Share, Synth	4.68	%
sequential-to-total area share from yosys stat	0	%
number of logged tool warnings	40	
CLK BUF	0	
count of routing violations after the opening detailed-route iteration	257	
quantity of I/O buffers inserted on ports	37	
first-pass GRT wire length	10100	microns
share of total power consumed by net switching	52.3	%
commonest cells after routing, fill and taps aside	clkdlybuf4s50_1, a21oi_1, nand2_1, buf_4, o21ai_0	
aggregate global-route resource usage	8.36	%
## layout make-up
class                           count  area share [%]
Multi-Input combinational cell    196            65.6
Timing Repair Buffer               51            23.7
Tap cell                          133            8.29
Inverter                           13            2.43
## cells in the mapped netlist (3+ instances only)
cell      number  area share [%]
mux2i_1        3             2.0
nor3_1         6             2.0
buf_2         18             6.0
nand4_1        3             1.3
ha_1          11             9.2
a221oi_1       3             1.8
inv_1          9             2.3
xnor2_1        6             3.5
nand2_1       24             6.0
o211ai_1       5             2.5
a31oi_1        8             3.3
nor2_1         8             2.0
buf_4          4             2.0
inv_2          4             1.0
a32oi_1        3             1.8
a211oi_1       4             2.0
a311oi_1       4             2.3
a21oi_1       25             8.4
o21ai_1        3             1.0
nand3_1        7             2.3
a22oi_1        3             1.5
nor2b_1        8             3.3
a221o_1        3             2.0
nand2b_1       5             2.1
o22ai_1        6             2.5
o21ai_0       12             4.0
## stage by stage
stage | std cells | worst slack (ps) | cell area [sq um] | utilization, % | total power (uW)
finish | 393 | 619 | 2010 | 20.4 | 189
global route | 393 | 398 | 2010 | 20.4 | 207
CTS | 393 | 596 | 2010 | 20.4 | 188
detailed placement | 393 | 598 | 2010 | 20.4 | 186
global placement | 393 | 610 | 2010 | 20.4 | 186
floorplan | 234 | 1700 | 1500 | - | 104
## layer usage
layer / global-route usage (%) / part of all wire, %
met1: 11.9 / 43
met2: 13.8 / 46
met3: 0.756 / 9.1
met4: 0.679 / 1.5
met5: 0 / 0
## power groups by stage
stage                 clock, uW  combinational, uW  sequential (uW)
after CTS                     0                188                0
after global routing          0                207                0
final                         0                189                0
## worst max-delay path by stage
stage	startpoint	end	cells past startpoint
after CTS	add_sub	en[2]	7
final	add_sub	en[2]	7
after global routing	e5d[1]	en[1]	8
## cell families after synthesis
logic type	count (synthesis)
AND-OR/OR-AND	98
XOR/XNOR	8
adder cells (fa/ha/maj)	11
buffers and inverters	38
multiplexers	3
AND/OR/NAND/NOR	76
Power and IR drop assume default switching activity.
