==> /design/flow/design.v <==
`timescale 1ns / 1ps
module comp_shift(s1d,s2d,e1d,e2d,m1d,m2d,sc1,sc2,e3,mc1,mc2);
	input s1d;
	input s2d;
	input[4:0] e1d;
	input[4:0] e2d;
	input[10:0] m1d;
	input[10:0] m2d;
	output sc1;
	output sc2;
	output reg[4:0] e3;
	output reg[10:0] mc1;
	output reg[10:0] mc2;
wire [5:0]temp_e1;
wire [5:0]temp_e2;
wire [5:0]temp_e1_e2;
assign sc1=s1d;
assign sc2=s2d;
assign temp_e1[5]=1'b0;
assign temp_e1[4:0]=e1d;
assign temp_e2[5]=1'b0;
assign temp_e2[4:0]=e2d;
assign temp_e1_e2=temp_e1+~temp_e2+1;
	always @(temp_e1_e2 or e1d or e2d)
		begin
			if (temp_e1_e2==0) 
				begin
					e3<=e1d;
				end 
			else if(temp_e1_e2[5]==1)
				begin
					e3<=e2d;
				end
			else
				begin
					e3<=e1d;
				end
		end
	always @(temp_e1_e2 or m1d or m2d)
		begin
			if (temp_e1_e2[5]==0) begin 		
		     case(temp_e1_e2) 
             0 : begin mc1=m1d; mc2=m2d; end
             1 : begin mc1=m1d; mc2={1'b0,m2d[10:1]}; end
             2 : begin mc1=m1d; mc2={1'b0,1'b0,m2d[10:2]}; end 
             3 : begin mc1=m1d; mc2={1'b0,1'b0,1'b0,m2d[10:3]}; end 
             4 : begin mc1=m1d; mc2={1'b0,1'b0,1'b0,1'b0,m2d[10:4]}; end 
             5 : begin mc1=m1d; mc2={1'b0,1'b0,1'b0,1'b0,1'b0,m2d[10:5]}; end 
             6 : begin mc1=m1d; mc2={1'b0,1'b0,1'b0,1'b0,1'b0,1'b0,m2d[10:6]}; end 
             7 : begin mc1=m1d; mc2={1'b0,1'b0,1'b0,1'b0,1'b0,1'b0,1'b0,m2d[10:7]}; end 
             8 : begin mc1=m1d; mc2={1'b0,1'b0,1'b0,1'b0,1'b0,1'b0,1'b0,1'b0,m2d[10:8]}; end 
             9 : begin mc1=m1d; mc2={1'b0,1'b0,1'b0,1'b0,1'b0,1'b0,1'b0,1'b0,1'b0,m2d[10:9]}; end 
             10 : begin mc1=m1d; mc2={1'b0,1'b0,1'b0,1'b0,1'b0,1'b0,1'b0,1'b0,1'b0,1'b0,m2d[10]}; end 
             default : begin mc1=m1d; mc2=11'b00000000000; end 
           endcase 
			end
			else begin 		
		     case(temp_e1_e2) 
             0 : begin mc2=m2d; mc1=m1d; end
             63 : begin mc2=m2d; mc1={1'b0,m1d[10:1]}; end
             62 : begin mc2=m2d; mc1={1'b0,1'b0,m1d[10:2]}; end 
             61 : begin mc2=m2d; mc1={1'b0,1'b0,1'b0,m1d[10:3]}; end 
             60 : begin mc2=m2d; mc1={1'b0,1'b0,1'b0,1'b0,m1d[10:4]}; end 
             59 : begin mc2=m2d; mc1={1'b0,1'b0,1'b0,1'b0,1'b0,m1d[10:5]}; end 
             58 : begin mc2=m2d; mc1={1'b0,1'b0,1'b0,1'b0,1'b0,1'b0,m1d[10:6]}; end 
             57 : begin mc2=m2d; mc1={1'b0,1'b0,1'b0,1'b0,1'b0,1'b0,1'b0,m1d[10:7]}; end 
             56 : begin mc2=m2d; mc1={1'b0,1'b0,1'b0,1'b0,1'b0,1'b0,1'b0,1'b0,m1d[10:8]}; end 
             55 : begin mc2=m2d; mc1={1'b0,1'b0,1'b0,1'b0,1'b0,1'b0,1'b0,1'b0,1'b0,m1d[10:9]}; end 
             54 : begin mc2=m2d; mc1={1'b0,1'b0,1'b0,1'b0,1'b0,1'b0,1'b0,1'b0,1'b0,1'b0,m1d[10]}; end 
             default : begin mc2=m2d; mc1=11'b00000000000; end 
           endcase 
			end
		end
endmodule
==> /design/flow/run.sh <==
#!/bin/bash
# OpenROAD 26Q1-2900-gdf79404cd8, Yosys 0.63+post, stock flow scripts
make -C /OpenROAD-flow-scripts/flow DESIGN_CONFIG=/design/flow/config.mk WORK_HOME=/design/flow/orfs finish
==> /design/flow/config.mk <==
export PLATFORM = sky130hd
export DESIGN_NAME = comp_shift
export DESIGN_NICKNAME = comp_shift
export VERILOG_FILES = /design/flow/design.v
export SDC_FILE = /design/flow/constraint.sdc
export NUM_CORES = 4
export LEC_CHECK = 1
export CORE_AREA = 10 10 89 89
export DIE_AREA = 0 0 99 99
==> /design/flow/constraint.sdc <==
current_design comp_shift

set clk_period 11.0
set clk_io_pct 0.2

create_clock -name clk0 -period $clk_period

set non_clock_inputs [all_inputs -no_clocks]
set_input_delay [expr $clk_period * $clk_io_pct] -clock clk0 $non_clock_inputs
set_output_delay [expr $clk_period * $clk_io_pct] -clock clk0 [all_outputs]
==> results.txt <==
Implementation results

The post-cts gate resize count is 0. Grouping stages by cell kind, the critical path spends the most delay in buffers and inverters. Synthesis produced a netlist whose cell count is 209.

In the finished design the tool counted flip-flops and latches totalling 0. The end-of-flow timing check tallies setup violations at 0. The area of the placeable core is 0.00599 sq mm. The final routed wire length divided by cell count is 15.8 um.

Per the detail_route report, DRC violations left total 0. After synthesis, the mean cell area works out to 6.95 sq um. The final wirelength is 5190 um. The die outline height is 99 um.

The pin count of the biggest net entering global routing is 35. STA on the placed design reports a worst setup slack of 3.54 ns. The number of vias per cell is 5.37. The global-route wire length before repair is 8780 um. Once detail routing completed, the nets flagged for antenna violations numbered 0. The layout summary lists the proportion of cells stronger than drive strength 1 as 0.0945. The final-report hold violation count is 0. STA classifies the critical path endpoint as a primary output. The most common cell type on the critical path is sky130_fd_sc_hd__clkdlybuf4s50_1. The routed layout has 1767 vias.

Timing would allow up to 134 MHz. In the final layout, the clock buffer count is 0. Measured against its own limit, the worst slew margin works out to 0.561. The worst hold-check path type is in -> out. The count of synthesis-stage warnings from yosys is 1. Per STA, the worst path is made up of clkdlybuf4s50_1 > ha_1 > inv_1 > fa_1 > xor2_2 > a21oi_1 > a211o_1 > a311oi_1 > a311o_1 > clkdlybuf4s50_1. In this run the worst path has a maximum fanout of 15. Ranked by total cell area, the synthesized netlist is headed by sky130_fd_sc_hd__nand2_1 9.6%, sky130_fd_sc_hd__a221o_1 6.2%, sky130_fd_sc_hd__o21ai_0 5.5%, sky130_fd_sc_hd__mux2i_1 4.8%, sky130_fd_sc_hd__nor2_1 4.7%.

For reference, the top cells by count after synthesis are 37 x sky130_fd_sc_hd__nand2_1, 18 x sky130_fd_sc_hd__nor2_1, 16 x sky130_fd_sc_hd__o21ai_0. The global routing report lists met3 layer usage as 0.0183. The shortest clock period the worst path allows after layout is 7.47 ns.

The number of antenna violations at the first check in global routing was 0. The cts-stage hold buffer count is 0. The cell type with the largest total area after synthesis is sky130_fd_sc_hd__nand2_1. The tally of unique sky130hd cells used after synthesis is 58. The number of antenna diodes in the final layout is 0. The post-synthesis instance area is 0.00145 sq mm. The worst setup path is launched from a primary input. The fraction of the yosys area taken by sequential cells is 0. The total routing resource utilization after global routing is 0.102.

The total of buffers placed on input and output ports is 59. The critical path contains buffers and inverters numbering 3 combined. The floorplan-stage core utilization is 0.242. The area taken by flip-flops and latches is 0 sq um. IR analysis of the VDD net gives a maximum drop of 0.0369 mV. The via count of the first global-routing pass is 1697. The floorplan step defined a die boundary enclosing 0.00980 sq mm. The largest single stage delay on the critical path is 0.60 ns. The leakage power figure is 0.000794 uW. Compared with the post-synthesis result, the final layout area differs by 41.9%. The post-route setup TNS is 0 ns.

The met2 layer usage reported by global route is 0.154. The site row count is 28. The final timing report lists a max-slew violation count of 0. The number of cells reported by Yosys stat comes to 209. The most common cell in the synthesized netlist is sky130_fd_sc_hd__nand2_1.

The total setup buffers inserted after CTS is 0. The area fraction of the largest cell type after synthesis is 0.0956. The detailed-router iteration count before antenna repair is 4. The HPWL after detailed placement is 4060 um. The final weighted congestion recorded by global placement is 0.917.

The startpoint-to-endpoint class of the critical path is in -> out. The fraction of the cycle the final worst path needs is 0.679. The OpenROAD warning count is 32. Setup repair after global routing left no endpoint under its margin. The run finished with clean final reports.

For the worst setup path, the data required time is 8.80 ns. The total I/O pin count is 63. Per the layout area report, the combinational gate area comes to 0.00131 sq mm. met2 is the most crowded layer. Dividing total power by cell area gives a power density of 72.1 mW/mm^2. The worst setup margin is 3.53 ns. In the global route stage, met1 resource usage came out at 0.152.

The number of filler cells placed in the layout is 633. The worst-path cell with the longest stage delay is sky130_fd_sc_hd__xor2_2. The number of DRC violations after detailed-routing iteration 0 is 166. The number of maximum-capacitance violations is 0. The chip area in the Yosys report is 0.00145 sq mm.

The worst path arrival time is 5.27 ns. The die width is 99 um. The overall overflow remaining after global route is 0. The pin closest to its max-slew limit shows a slew of 0.658 ns.
per-layer routing:
metal  wire length [um]  share of wire  vias up
met3                376          0.072        0
met5                  0              0        -
met1               2540           0.49      818
met4                  0              0        0
met2               2280           0.44       68
li1                   -              -      881
final timing paths:
| path | from | to | depth (start not counted) |
|---|---|---|---|
| max | e2d[0] | mc1[1] | 10 |
| min | s1d | sc1 | 0 |
placed cells by master (no fill, tap or decap), types with 5 or more instances in the layout:
cell                              instances
sky130_fd_sc_hd__ha_1                     5
sky130_fd_sc_hd__a21oi_1                  8
sky130_fd_sc_hd__nor2_1                  18
sky130_fd_sc_hd__nor3_1                   5
sky130_fd_sc_hd__mux2_2                   5
sky130_fd_sc_hd__mux2i_1                  7
sky130_fd_sc_hd__a221o_1                  9
sky130_fd_sc_hd__nand2b_1                 6
sky130_fd_sc_hd__inv_1                    8
sky130_fd_sc_hd__o21ai_0                 16
sky130_fd_sc_hd__nand2_1                 37
sky130_fd_sc_hd__clkdlybuf4s50_1         59
through the flow:
step / hold slack, ns / util / instance area [sq um] / std cells / total power (uW)
after global routing: 4.40 / 0.344 / 2060 / 329 / 165
after floorplan: 4.45 / - / 1450 / 209 / 89.4
final: 4.40 / 0.344 / 2060 / 329 / 149
after CTS: 4.40 / 0.344 / 2060 / 329 / 149
after global placement: 4.40 / 0.344 / 2060 / 329 / 150
after detailed placement: 4.40 / 0.344 / 2060 / 329 / 149
logic make-up after synthesis:
| logic type | count (synthesis) | share of synthesized area |
|---|---|---|
| adders and majority gates | 6 | 0.0568 |
| buffers and inverters | 27 | 0.0965 |
| xor gates and xnor gates | 6 | 0.0414 |
| and+or+nand+nor | 82 | 0.265 |
| muxes | 15 | 0.134 |
| AOI/OAI and AO/OA | 73 | 0.407 |
final cells by class:
type / count / area share
multi-input cells: 182 / 0.637
inverters: 9 / 0.0164
well taps: 75 / 0.0455
repair buffers: 63 / 0.301
power breakdown:
group | leakage, uW | internal [uW] | switching, uW
Combinational | 0.000794 | 77.7 | 70.9
Clock | 0 | 0 | 0
Sequential | 0 | 0 | 0
Power figures rest on the tool's default switching activity, not on a simulated workload.
