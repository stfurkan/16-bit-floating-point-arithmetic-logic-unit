===== /design/flow/run.sh =====
#!/bin/bash
# OpenROAD 26Q1-2900-gdf79404cd8, Yosys 0.63+post, stock flow scripts
make -C /OpenROAD-flow-scripts/flow DESIGN_CONFIG=/design/flow/config.mk WORK_HOME=/design/flow/orfs finish

===== /design/flow/config.mk =====
export PLATFORM = sky130hd
export DESIGN_NAME = add_sub
export DESIGN_NICKNAME = add_sub
export VERILOG_FILES = /design/flow/design.v
export SDC_FILE = /design/flow/constraint.sdc
export NUM_CORES = 4
export LEC_CHECK = 1
export CORE_UTILIZATION = 30

===== /design/flow/design.v =====
`timescale 1ns / 1ps
module add_sub(sc1d,sc2d,e3d,mc1d,mc2d,sr,e5,mf,add_sub,if_equal);
	input sc1d;
	input sc2d;
	input[4:0] e3d;
	input[10:0] mc1d;
	input[10:0] mc2d;
	input add_sub;
   output reg sr;
	output [4:0] e5;
	output reg[11:0] mf;
	input if_equal;
   wire [12:0]temp_mc1d;
	wire [12:0]temp_mc2d;
	assign temp_mc1d[12:11]=2'b00;
	assign temp_mc2d[12:11]=2'b00;
	assign temp_mc1d[10:0]=mc1d;
	assign temp_mc2d[10:0]=mc2d;
   reg [12:0]temp_a;
	reg [12:0]temp_b;
	wire [12:0]temp_sum;
	wire [12:0]comp_temp_sum;
	always @(sc1d or temp_mc1d)
		begin
			if(sc1d==1)
				begin
				  temp_a= ~temp_mc1d+1;
				end
			else
			  begin
				  temp_a= temp_mc1d;
			end
		end
   always @(sc2d or temp_mc2d)
		begin
			if(sc2d==1)
				begin
				  temp_b= ~temp_mc2d+1;
				end
			else
			  begin
				  temp_b= temp_mc2d;
			end
		end
   ripple_add_sub addsub(temp_a,temp_b,temp_sum,add_sub);
	assign comp_temp_sum=~temp_sum[12:0]+1;
	assign e5=e3d;
	always @(temp_sum or comp_temp_sum or add_sub or if_equal or sc1d)
		begin
			if(add_sub==1 && if_equal==1)
				begin
				  sr=sc1d;
				  mf=12'b000000000000;
				end
			else if(temp_sum[12]==0)
				begin
				  sr=0;
				  mf=temp_sum[11:0];
				end
			else begin
				  sr=1;
				  mf=comp_temp_sum[11:0];
			end
		end
endmodule
`timescale 1ns / 1ps
module full_add(sum,cout,a,b,cin);
	output sum,cout;
   input a,b,cin;
	assign sum = cin ^ a ^ b;
	assign cout = ~cin & a & b | cin & (a | b );
endmodule
`timescale 1ns / 1ps
module ripple_add(sum,a,b,cin);
	output [12:0] sum;
   input [12:0] a,b;
	input cin;
	wire [11:0] c;
	full_add FA0(sum[0],c[0],a[0],b[0],cin),
				FA1(sum[1],c[1],a[1],b[1],c[0]),
				FA2(sum[2],c[2],a[2],b[2],c[1]),
				FA3(sum[3],c[3],a[3],b[3],c[2]),
				FA4(sum[4],c[4],a[4],b[4],c[3]),
				FA5(sum[5],c[5],a[5],b[5],c[4]),
				FA6(sum[6],c[6],a[6],b[6],c[5]),
				FA7(sum[7],c[7],a[7],b[7],c[6]),
				FA8(sum[8],c[8],a[8],b[8],c[7]),
				FA9(sum[9],c[9],a[9],b[9],c[8]),
				FA10(sum[10],c[10],a[10],b[10],c[9]),
				FA11(sum[11],c[11],a[11],b[11],c[10]);
	assign sum[12] = a[12] ^ b[12] ^ c[11];
endmodule
`timescale 1ns / 1ps
module ripple_add_sub(
    input [12:0] a,
    input [12:0] b,
    output [12:0] sum,
    input add_sub
    );
reg [12:0]b_twos_complement;
always @(add_sub or b)
		begin
			if(add_sub==1)
				begin
				  b_twos_complement = ~b;
				end
			else
			  begin
				  b_twos_complement = b;
			end
		end
ripple_add RCAS(sum,a,b_twos_complement,add_sub);
endmodule

===== /design/flow/constraint.sdc =====
current_design add_sub

set clk_period 8.6
set clk_io_pct 0.2

create_clock -name clk0 -period $clk_period

set non_clock_inputs [all_inputs -no_clocks]
set_input_delay [expr $clk_period * $clk_io_pct] -clock clk0 $non_clock_inputs
set_output_delay [expr $clk_period * $clk_io_pct] -clock clk0 [all_outputs]

==> notes.org <==
* Flow results

** Outcome
- The run finished, with violations left.
- Failing checks :: negative setup slack

** Job
- The number of warnings reported in the stage logs is 35.
- Max-cap viol count :: 0

** Final timing
- In this build the clock could be raised as far as about 0.11 GHz.
- RSZ-0062 raised after global routing :: true
- At the pin with the least slew margin, the transition time is 0.790 ns.
- Number of max-slew violations in the final report :: 0
- For the finished layout, the period the worst path requires is 8.93 ns.
- Number of failing hold endpoints at the final stage :: 0
- Once routing completed, OpenROAD measured the worst setup slack at -0.335 ns.
- Fraction of the cycle the final worst path needs :: 104%
- Finish-stage setup viols :: 11
- Headroom to the max-slew limit came out at 47.2%.

** Floorplan
- Starting Density :: between 30% and 40%
- Vertical die dimension :: between 70 and 80 um
- During I/O placement, the number of pins put on the boundary was 49.
- The die covers roughly 5100 sq um.
- Core area :: 4470 sq um
- Number of core rows :: 24
- Width of the die :: 71.1 um

** Worst setup path
- STA classifies the critical path startpoint as an input pin.
- The critical path is of the input pin to primary output type.
- Arr. time, crit path :: around 7 ns
- Delay contributed by the slowest stage of the critical path :: 0.38 ns
- Crit-path most repeated cell :: fa_2
- Largest fanout on the critical path :: 3
- The largest individual stage delay along the critical path comes from the cell fa_2.
- Delay-heaviest family, CP :: adder cells
- Worst endpoint required time :: 6.88 ns
- STA classifies the critical path endpoint as a primary output.
- Worst path bufs/invs :: 7

** Global routing
- The via count of the first global-routing pass came to 1,328.
- For this run, the total global-route usage over all layers was measured as 14.8%.
- Summed over all layers, the global routing overflow is 0.
- The number of antenna violations at the first check in global routing came to 0.
- GR met1 Demand/Resource :: roughly 22%
- The first global-routing pass estimated roughly 6 mm of wire.
- Largest net degree at the start of global routing :: 25
- Global routing's busiest layer :: met2
- Grt met2 use :: 24.6%
- met3 track demand over resource after global routing is under 10%.

** Route
- Remaining number of nets flagged by the antenna check after routing :: 0
- The final antenna diode tally reported by the flow is 0.
- Per the log, the first TritonRoute iteration ended with a DRC count of 50.
- The script logs the mean routed wire length per placed instance as 11.8 um.
- Routed via count divided by cell count :: 4.93
- DRC Markers :: 0
- Summing over every cut layer, the via total after detailed routing is approximately 1.4k.
- The iteration count recorded for the first detailed-route pass is 24.
- Overall routed net length :: 3.41 mm

** Pwr
- Areal power density over the cells :: 145 nW/um^2
- The leakage component of the power was reported as 0.921 nW.
- IR Drop Worst-Case VDD :: 0.0000437 V

** Worst hold path
- Worst Hold Depth :: 0
- STA lists the startpoint of the worst hold path as e3d[0].
- The most critical min-delay path falls under input pin to primary output.
- Hold Path End :: e5[0]

** Cells and area
- Area growth, synth to finish :: 52.1%
- CLK BUF :: 0
- Area used by sequential logic in the layout :: 0 sq um
- Fraction of final layout cells sized beyond drive strength 1 :: 34.9%
- Count of flip-flops and latches :: 0
- Leaving out filler cells and counting taps, the final layout contains around 290.
- Gate Area :: 1440 sq um
- The final layout report lists a filler cell count of roughly 440.
- At the end of the flow the core is filled with cells to 48.7%.

** Synthesis
- In this run the cell area of the synthesized design comes to 1430 sq um.
- In the synthesized netlist, the number of instances is 181.
- Each instance of the synthesized netlist takes up on average 7.92 sq um.
- The synthesized design devotes to its leading area cell type 16.8% of total area.
- Yosys-reported design area after synthesis :: 1430 sq um
- For this run, the register share of the synthesized area comes to 0%.
- Largest area contributor in the synthesized netlist :: mux2i_1
- After synthesis, the design contains 181 cells according to Yosys.
- Number of warnings printed during yosys synthesis :: 2
- The main area contributors are mux2i_1 17%, fa_1 15%, xnor2_1 13%.
- Per the synthesis report, the number of distinct cell types is 31.

** Placement
- Number of buffers inserted by port buffering :: 39
- Final HPWL DP :: 2.75 mm
- Placed insts :: roughly 280
- Routability Congestion :: 0.765
-- cell families after synthesis --
kind of cell    synth area share, %
buf+inv                        7.50
mux                            16.8
simple gates                   21.8
fa+ha+maj                      18.0
compound gates                 15.8
xor+xnor                       20.2
-- layer usage --
layer,up-vias,part of all wire (%)
met5,-,0
met4,0,0
met3,0,2.5
met2,25,48
met1,665,50
li1,741,-
-- worst max path at each step --
stage,from,endpoint,slack [ns],cells past startpoint
6_report,mc2d[1],mf[8],-0.33,25
5_1_grt,mc2d[1],mf[8],-0.61,25
4_1_cts,mc2d[1],mf[6],-0.53,25
-- what timing repair did --
item | in CTS | in global routing
hold endpoints to repair | 0 | 0
gates resized | 80 | 7
setup buffers | 9 | 4
endpoints found under the setup margin | 12 | 12
hold buffers | 0 | 0
gates cloned | 1 | 0
pin swaps | 16 | 11
-- final cells by class --
class	instances	share of cell area, %
multi-input combinational	160	66.2
timing repair buffer	72	29.7
tap	52	2.98
inverter	6	1.15
-- power breakdown --
group / leakage [nW] / switching [mW] / internal [mW]
Clock: 0 / 0 / 0
Combinational: 0.921 / 0.131 / 0.185
Sequential: 0 / 0 / 0
Total: 0.921 / 0.131 / 0.185
-- cells in the final DEF (no fill, tap or decap), types with 2 or more instances in the layout --
master / n
nor3_1: 2
nor2b_1: 2
o21ai_0: 6
xor2_1: 10
or2_2: 2
nor2_1: 7
nand2_1: 26
clkdlybuf4s15_2: 2
mux2i_2: 7
o31a_1: 2
o41ai_1: 6
nand3_1: 5
buf_2: 12
inv_1: 3
o31ai_1: 9
mux2i_1: 16
dlygate4sd2_1: 2
fa_2: 11
nand2b_1: 10
buf_6: 8
buf_4: 23
ha_1: 2
xnor2_1: 20
or4_1: 3
buf_8: 2
inv_2: 2
clkdlybuf4s50_1: 20
-- synthesized netlist by cell type --
| cell | count |
|---|---|
| a21oi_1 | 2 |
| and3_1 | 1 |
| buf_1 | 1 |
| buf_2 | 2 |
| buf_4 | 5 |
| buf_6 | 1 |
| clkbuf_1 | 6 |
| fa_1 | 11 |
| ha_1 | 3 |
| inv_1 | 6 |
| mux2i_1 | 24 |
| nand2_1 | 26 |
| nand2b_1 | 10 |
| nand3_1 | 5 |
| nor2_1 | 7 |
| nor2b_1 | 2 |
| nor3_1 | 2 |
| o21ai_0 | 6 |
| o31a_1 | 2 |
| o31ai_1 | 9 |
| o31ai_4 | 1 |
| o41ai_1 | 6 |
| o41ai_4 | 1 |
| or2_2 | 2 |
| or3_1 | 1 |
| or3b_2 | 1 |
| or3b_4 | 1 |
| or4_1 | 3 |
| or4_4 | 1 |
| xnor2_1 | 22 |
| xor2_1 | 11 |
-- metrics by stage --
step           total power, mW  setup slack [ns]  area [sq um]  hold slack (ns)  TNS (ns)
2_1_floorplan            0.165            0.0350          1470             3.47         0
3_5_place_dp             0.286             -1.21          1990             3.44    -13.87
3_3_place_gp             0.283             -1.20          1990             3.44    -13.84
5_1_grt                  0.354            -0.608          2180             3.44     -5.97
6_report                 0.316            -0.335          2180             3.44     -2.80
4_1_cts                  0.313            -0.525          2150             3.44     -4.56
Power is estimated from default activity; no workload was simulated.
